## flow/run.sh

```bash
#!/bin/bash
# OpenROAD 26Q1-2900-gdf79404cd8, Yosys 0.63+post, stock flow scripts
make -C /OpenROAD-flow-scripts/flow DESIGN_CONFIG=/design/flow/config.mk WORK_HOME=/design/flow/orfs finish
```

## flow/config.mk

```make
export PLATFORM = sky130hd
export DESIGN_NAME = icache_top
export DESIGN_NICKNAME = icache_top
export VERILOG_FILES = /design/flow/design.v
export SDC_FILE = /design/flow/constraint.sdc
export NUM_CORES = 4
export LEC_CHECK = 1
export CORE_UTILIZATION = 40
export SYNTH_MEMORY_MAX_BITS = 65536
```

## flow/constraint.sdc

```tcl
current_design icache_top

set clk_period 530.3
set clk_io_pct 0.2

create_clock -name clk0 -period $clk_period [get_ports {clk}]

set non_clock_inputs [all_inputs -no_clocks]
set_input_delay [expr $clk_period * $clk_io_pct] -clock clk0 $non_clock_inputs
set_output_delay [expr $clk_period * $clk_io_pct] -clock clk0 [all_outputs]
```

## flow/design.v

```verilog
`timescale 10 ns / 1 ns
module data_array(
	input                             clk,
	input  [3 - 1:0] waddr,
	input  [3 - 1:0] raddr,
	input                             wen,
	input  [256 - 1:0] wdata,
	output [256 - 1:0] rdata
);
	reg [256-1:0] array[ (1 << 3) - 1 : 0];
	always @(posedge clk)
	begin
		if(wen)begin
				array[waddr] <= wdata;
		end
	end
assign rdata = array[raddr];
endmodule
`timescale 10ns / 1ns
module icache_top (
	input	      clk,
	input	      rst,
	input         from_cpu_inst_req_valid,
	input  [31:0] from_cpu_inst_req_addr,
	output        to_cpu_inst_req_ready,
	output        to_cpu_cache_rsp_valid,
	output [31:0] to_cpu_cache_rsp_data,
	input	      from_cpu_cache_rsp_ready,
	output        to_mem_rd_req_valid,
	output [31:0] to_mem_rd_req_addr,
	input         from_mem_rd_req_ready,
	input         from_mem_rd_rsp_valid,
	input  [31:0] from_mem_rd_rsp_data,
	input         from_mem_rd_rsp_last,
	output        to_mem_rd_rsp_ready
);
	localparam   WAIT     = 8'b00000001,   
				 TAG_RD   = 8'b00000010,   
				 CACHE_RD = 8'b00000100,   
				 RESP     = 8'b00001000,   
				 EVICT    = 8'b00010000,   
				 MEM_RD   = 8'b00100000,   
				 RECV     = 8'b01000000,   
				 REFILL   = 8'b10000000;   
	reg [7:0]   current_state;
	reg [7:0]   next_state;
	always @(posedge clk)begin
		if(rst == 1'b1)
			current_state <= WAIT;
		else
			current_state <= next_state;
	end
	always @(*)begin
		case(current_state)
		WAIT:begin
			if(from_cpu_inst_req_valid)
				next_state = TAG_RD;
			else
				next_state = WAIT;
			end
		TAG_RD:begin
			if(read_hit[0] | read_hit[1] | read_hit[2] | read_hit[3])
				next_state = CACHE_RD;
			else
				next_state = EVICT;
			end
		CACHE_RD:
			next_state = RESP;
		RESP:begin
			if(from_cpu_cache_rsp_ready)
				next_state = WAIT;
			else
				next_state = RESP;
			end
		EVICT:
			next_state = MEM_RD;
		MEM_RD:begin
			if(from_mem_rd_req_ready)
				next_state = RECV;
			else
				next_state = MEM_RD;
			end
		RECV:begin
			if(from_mem_rd_rsp_valid && from_mem_rd_rsp_last)
				next_state = REFILL;
			else
				next_state = RECV;
			end
		REFILL:
			next_state = RESP;
		default:
			next_state = current_state;
		endcase
	end
	wire [ 3:0] cache_wen;
	wire [ 2:0] raddr;
	wire [ 2:0] waddr;
	wire [23:0] rtag_0, rtag_1, rtag_2, rtag_3;
	wire [23:0] wtag;
	wire [255:0] rdata_0, rdata_1, rdata_2, rdata_3;
	wire [255:0] wdata;
	reg [7:0] valid_array [3:0];
	tag_array tag_array_0(clk,waddr,raddr,cache_wen[0],wtag,rtag_0);
	tag_array tag_array_1(clk,waddr,raddr,cache_wen[1],wtag,rtag_1);
	tag_array tag_array_2(clk,waddr,raddr,cache_wen[2],wtag,rtag_2);
	tag_array tag_array_3(clk,waddr,raddr,cache_wen[3],wtag,rtag_3);
	data_array data_array_0(clk,waddr,raddr,cache_wen[0],wdata,rdata_0);
	data_array data_array_1(clk,waddr,raddr,cache_wen[1],wdata,rdata_1);
	data_array data_array_2(clk,waddr,raddr,cache_wen[2],wdata,rdata_2);
	data_array data_array_3(clk,waddr,raddr,cache_wen[3],wdata,rdata_3);
	wire [ 2:0] addr_index      = from_cpu_inst_req_addr[ 7:5];  
	wire [ 4:0] addr_offset     = from_cpu_inst_req_addr[ 4:0];  
	wire [23:0] addr_tag        = from_cpu_inst_req_addr[31:8];  
	reg [  2:0] waddr_reg;
	reg [255:0] new_block_data;
	assign to_cpu_inst_req_ready = (current_state == WAIT);
	assign raddr = addr_index;
	wire [3:0] read_hit;
	assign read_hit[0] = valid_array[0] [addr_index] && (addr_tag == rtag_0);
	assign read_hit[1] = valid_array[1] [addr_index] && (addr_tag == rtag_1);
	assign read_hit[2] = valid_array[2] [addr_index] && (addr_tag == rtag_2);
	assign read_hit[3] = valid_array[3] [addr_index] && (addr_tag == rtag_3);
	wire [255:0] target_block = {256{read_hit[0]}} & rdata_0 |
						  	    {256{read_hit[1]}} & rdata_1 |
								{256{read_hit[2]}} & rdata_2 |
								{256{read_hit[3]}} & rdata_3;
	assign to_cpu_cache_rsp_valid = (current_state == RESP);
	assign to_cpu_cache_rsp_data  = target_block [{addr_offset,3'b0}+:32];
	reg [1:0] way_counter;
	always @(posedge clk)begin
		if(rst == 1'b1)
			way_counter <= 2'b0;
		else if(current_state == EVICT)
			way_counter <= way_counter + 2'b1;
	end
	always @(posedge clk)begin  
		if(rst == 1'b1)begin
			valid_array[0] <= 8'b0;  
			valid_array[1] <= 8'b0;
			valid_array[2] <= 8'b0;
			valid_array[3] <= 8'b0;
		end
		else begin
			case(current_state)
			EVICT:begin
				valid_array[way_counter][addr_index] <= 1'b0;
				end
			REFILL:begin
				valid_array[way_counter][addr_index] <= 1'b1;
				end
			endcase
		end
	end
	assign to_mem_rd_req_valid = (current_state == MEM_RD);
	assign to_mem_rd_req_addr = {from_cpu_inst_req_addr[31:5],5'b0};
	assign to_mem_rd_rsp_ready = (current_state == RECV);
	always@(posedge clk)begin
		if(rst == 1'b1)
			waddr_reg <= 3'b000;
		else if(current_state == RECV && from_mem_rd_rsp_valid)
			waddr_reg <= waddr_reg + 3'b001;
	end
		always@(posedge clk)begin
		if(rst == 1'b1)
			new_block_data <= 256'b0;
		else if(current_state == RECV && from_mem_rd_rsp_valid)
			new_block_data[{waddr_reg,5'b0}+:32] <= from_mem_rd_rsp_data;
	end
	assign wtag  = addr_tag;	   
	assign wdata = new_block_data;
	assign cache_wen = {4{current_state == REFILL}} & 
					   {{way_counter==2'b11},{way_counter==2'b10},{way_counter==2'b01},{way_counter==2'b00}};
	assign waddr = addr_index;    
endmodule
`timescale 10 ns / 1 ns
module tag_array(
	input                             clk,
	input  [3 - 1:0] waddr,
	input  [3 - 1:0] raddr,
	input                             wen,
	input  [24 - 1:0] wdata,
	output [24 - 1:0] rdata
);
	reg [24-1:0] array[ (1 << 3) - 1 : 0];
	always @(posedge clk)
	begin
		if(wen)
			array[waddr] <= wdata;
	end
assign rdata = array[raddr];
endmodule
```

==> impl_metrics.toml <==
# synthesis and place-and-route metrics
[clock_network]
cts_sinks = 9261
htree_levels = 6
clockBufferDepth = 4
hold_buffers = 0
cts_resized = 0
path_clk_slew_ns = 0.06
numCtsBuffers = 911
cts_tree = "done"
cts_setup_buffers = 0
insertion_delay_ns = 1.25
clockRootBuffer = "clkbuf_16"

[final_timing]
fin_skew_ns = 0.121
max_freq_mhz = 4.50
fin_crit_sh_pct = 41.9
final-setup-viol-count = 0
finalMaxSlewViolations = 0
slew_headroom_pct = 6.77
final_hold_viol_count = 0
tightest_slew_ns = 1.39
rsz0062_at_grt = "false"
min_period_ns = 222.02
fin_setup_tns_ns = 0

[grt]
grt_max_degree = 90
grt.overflow.total = 0
grt_pass1_wl_um = 1720000
grt_antenna_before_repair = 110
grt_usage_pct = 30.1
grt_pass1_vias = 212000

[routing]
ant_nets = 0
dr_wl_met3_um = 260000
wl_met2_um = 553000
drc_errors = 0
routedWlPerCell_um = 38.2
viasPerCell = 6.02
highest_layer = "met5"
drt_wl_total_um = 1250000
route.vias.total = 197000
dr.pass1.iters = 8
wl_met1_um = 356000
first_iter_violations = 15900

[yosys]
synth_chip_area_mm2 = 0.365
synth_top_cell_by_count = "edfxtp_1"
synth-main-ff-cell = "edfxtp_1"
yosys_cells = 18500
ys_seq_share_pct = 75.4
largest_area_cell = "edfxtp_1"
syn-cell-area_mm2 = 0.365
async_flop_share_pct = 0
top_cell_area_share_pct = 73.9
synth_cells = 18500
synth_warnings = 3
synth_cell_types = 106
ys_top_cells_by_count = "8,992 x edfxtp_1, 2,171 x mux4_2, 1,725 x nand2_1"
edf_count = 8992
ys_seq_elements = 9261
synth_area_per_cell_um2 = 19.8
top_cells_by_area = "edfxtp_1 74%, mux4_2 13%, mux2i_1 2.1%, nand2_1 1.8%, dfxtp_1 1.5%"

[worst_setup_path]
crit_path_start_kind = "input port"
critPathKind = "input port to primary output"
rr_startpoint = "way_counter[0]"
worst-path-max-fanout = 74
crit_arrival_ns = 115.96
cp-end-kind = "primary output"
crit_start = "from_cpu_inst_req_addr[6]"
critPathRequiredTime_ns = 424.24

[die]
initial_core_util_pct = 40.2
ios = 139
die.size.x_um = 958
rows = 350
chipArea_mm2 = 0.917
core-area_mm2 = 0.909
die_h_um = 958

[final_layout]
area_delta_synth_final_pct = 14.6
fin_area_mm2 = 0.419
utilization_pct = 46.0
layout.cells.non_filler = 32800
drive_above_1_share_pct = 25.2

[outcome]
status = "finished clean"

[place]
port_buffers = 133
dp.cells = 30900
placed_cell_area_mm2 = 0.388
gp_congestion = 0.988
dp_hpwl_um = 755000

[power]
power_density_mw_per_mm2 = 3.58
cellLeakagePower_nw = 144
max-vdd-ir-drop_mv = 0.00383

[run]
tool_warnings = 32
maxCapViolCount = 0

[hold_path]
hp-class = "flop to flop"
holdCritStartpoint = "new_block_data[208]"
power breakdown:
| part | switching (mW) | total, mW | internal [mW] |
|---|---|---|---|
| clock | 0.283 | 0.656 | 0.373 |
| sequential | 0.0000911 | 0.791 | 0.791 |
| combinational | 0.0333 | 0.0515 | 0.0182 |
layer usage:
metal  vias up  global-route usage, %
met2     16100                   40.9
met5         -                   4.22
met3      3124                   27.0
met4       155                   14.9
li1      78700                      -
met1     99400                   31.7
final timing paths:
check,to,slack [ns],depth (start not counted)
worst max register to register,data_array_0.array[6][154],524.22,12
worst max-delay path,to_cpu_cache_rsp_data[7],308.28,21
worst min-delay path,data_array_1.array[0][208],0.43,0
worst min register to register,data_array_1.array[0][208],0.43,0
worst max-delay path, cell delays in order:
cell and delay [ns]:
buf_16 0.28, buf_4 0.59, buf_4 0.59, buf_4 0.63, buf_4 0.62, buf_4 0.65
buf_4 0.58, buf_4 0.58, buf_4 0.57, buf_4 0.62, mux4_2 0.43, nand2_1 0.08
nand2_1 0.08, a2111oi_2 1.21, buf_4 0.34, a2bb2o_1 0.15, o21ai_0 0.12, o211ai_1 0.12
o21ai_1 0.42, buf_4 0.30, clkdlybuf4s50_1 0.40
cells in the final DEF (no fill, tap or decap), types with 268 or more instances in the layout:
cell type / count
edfxtp_1: 8992
mux4_2: 2171
nand2_1: 1717
buf_4: 1324
clkbuf_16: 915
mux2i_1: 774
nand3_1: 569
nor2_1: 514
nor3_1: 342
a22oi_1: 323
dfxtp_1: 268
per-stage QoR:
stage | hold slack [ns] | setup slack, ns | total power [mW]
detailed placement | 0.422 | 308.44 | 0.858
global placement | 0.416 | 308.46 | 0.858
finish | 0.433 | 308.28 | 1.50
global route | 0.438 | 308.18 | 1.54
floorplan | 0.417 | 314.44 | 0.838
CTS | 0.431 | 308.42 | 1.51
area by class of cell:
cell class / count / area, µm²
antenna: 142 / 355
timing repair buffer: 1490 / 12000
sequential: 9261 / 275000
clock inverter: 519 / 5870
multi-input combinational: 7976 / 84900
tap: 12100 / 15200
inverter: 47 / 198
fill: 74700 / 491000
clock buffer: 1202 / 24600
kinds of logic after synthesis:
logic type	synth area share (%)
DFF	75.4
and+or+nand+nor	4.42
muxes	15.8
buffers and inverters	1.67
AOI/OAI and AO/OA	2.52
xor gates and xnor gates	0.168
adders and majority gates	0.0308
other	0.00103
No activity file was given, so power comes from the tool's default toggle rates.
